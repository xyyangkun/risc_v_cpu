==> flow/design.v <==
module dff_set #(
	parameter DW  = 32
)
(
	input wire clk,
	input wire rst,
	input wire [DW-1:0]  set_data, 
	input wire [DW-1:0]  data_i, 
	output reg [DW-1:0]  data_o	
);
	always @(posedge clk) begin
		if(rst == 1'b0)
			data_o <= set_data;
		else
			data_o <= data_i;
	end
endmodule
module ex(
	input wire[31:0] inst_i,	
	input wire[31:0] inst_addr_i,
	input wire[31:0] op1_i,
	input wire[31:0] op2_i,
	input wire[4:0]  rd_addr_i,
	input wire 		 rd_wen_i,
	output reg[4:0] rd_addr_o,
	output reg[31:0]rd_data_o,
	output reg 	    rd_wen_o
);
	wire[6:0] opcode;
	wire[4:0] rd;
	wire[2:0] func3;
	wire[6:0] func7;
	wire[4:0] rs1;
	wire[4:0] rs2;
	wire[11:0] imm;
	assign opcode 	= inst_i[6:0];
	assign rd 		= inst_i[11:7];
	assign func3 	= inst_i[14:12];
	assign func7 	= inst_i[31:25];
	assign rs1 		= inst_i[19:15];
	assign imm		= inst_i[31:20];	
	always @(*) begin
		case(opcode)
			7'b0010011:begin
				case(func3)
					3'b000:begin
						rd_data_o = op1_i + op2_i;
						rd_addr_o = rd_addr_i;
						rd_wen_o = 1'b1;
					end
					default:begin
						rd_data_o = 32'b0;
						rd_addr_o = 5'b0;
						rd_wen_o  = 1'b0;
					end
				endcase
			end
			7'b0110011:begin
				case(func3)
					3'b000:begin
						if(func7 == 7'b000_0000) begin
							rd_data_o = op1_i + op2_i;
							rd_addr_o = rd_addr_i;
							rd_wen_o = 1'b1;
						end
						else begin
							rd_data_o = op2_i - op1_i;
							rd_addr_o = rd_addr_i;
							rd_wen_o = 1'b1;
						end
					end
					default:begin
						rd_data_o = 32'b0;
						rd_addr_o = 5'b0;
						rd_wen_o  = 1'b0;
					end
				endcase
			end
			default:begin
				rd_data_o = 32'b0;
				rd_addr_o = 5'b0;
				rd_wen_o  = 1'b0;
			end
		endcase
	end
endmodule 
module id(
	input wire[31:0] inst_i,
	input wire[31:0] inst_addr_i,
	output reg[4:0] rs1_addr_o,
	output reg[4:0] rs2_addr_o,
	input wire[31:0] rs1_data_i,
	input wire[31:0] rs2_data_i,
	output reg[31:0] inst_o,
	output reg[31:0] inst_addr_o,
	output reg[31:0] op1_o,	
	output reg[31:0] op2_o,
	output reg[4:0]  rd_addr_o,	
	output reg 		 reg_wen	
);
	wire[6:0] opcode;
	wire[4:0] rd;
	wire[2:0] func3;
	wire[6:0] func7;
	wire[4:0] rs1;
	wire[4:0] rs2;
	wire[11:0] imm;
	assign opcode 	= inst_i[6:0];
	assign rd 		= inst_i[11:7];
	assign func3 	= inst_i[14:12];
	assign func7 	= inst_i[31:25];
	assign rs1 		= inst_i[19:15];
	assign rs2 		= inst_i[24:20];
	assign imm		= inst_i[31:20];
	always @(*) begin
			inst_o = inst_i;
			inst_addr_o = inst_addr_i;
		case(opcode)
			7'b0010011:begin
				case(func3)
					3'b000: begin
						rs1_addr_o = rs1;
						rs2_addr_o = 5'b0;
						op1_o = rs1_data_i;
						op2_o = {{20{imm[11]}}, imm};
						rd_addr_o = rd;
						reg_wen = 1'b1;
					end
					default: begin
						rs1_addr_o = 5'b0;
						rs2_addr_o = 5'b0;
						op1_o = 32'b0;
						op2_o = 32'b0;
						rd_addr_o = 5'b0;
						reg_wen = 1'b0;
					end	
				endcase
			end
			7'b0110011: begin
				case(func3)
					3'b000: begin
						rs1_addr_o = rs1;
						rs2_addr_o = rs2;
						op1_o = rs1_data_i;
						op2_o = rs2_data_i;
						rd_addr_o = rd;
						reg_wen = 1'b1;
					end
					default: begin
						rs1_addr_o = 5'b0;
						rs2_addr_o = 5'b0;
						op1_o = 32'b0;
						op2_o = 32'b0;
						rd_addr_o = 5'b0;
						reg_wen = 1'b0;
					end	
				endcase
			end
			default: begin
				rs1_addr_o = 5'b0;
				rs2_addr_o = 5'b0;
				op1_o = 32'b0;
				op2_o = 32'b0;
				rd_addr_o = 5'b0;
				reg_wen = 1'b0;
			end
		endcase
	end
endmodule
module id_ex(
	input wire clk,
	input wire rst,
	input wire[31:0] inst_i,
	input wire[31:0] inst_addr_i,
	input wire[31:0] op1_i,	
	input wire[31:0] op2_i,
	input wire[4:0] rd_addr_i,	
	input wire 		reg_wen_i,
	output wire[31:0] inst_o,
	output wire[31:0] inst_addr_o,
	output wire[31:0] op1_o,	
	output wire[31:0] op2_o,
	output wire[4:0]  rd_addr_o,	
	output wire 	  reg_wen_o		
);
	dff_set #(32) dff1(clk, rst, 32'h00000013, inst_i, inst_o);
	dff_set #(32) dff2(clk, rst, 32'b0, inst_addr_i, inst_addr_o);
	dff_set #(32) dff3(clk, rst, 32'b0, op1_i, op1_o);
	dff_set #(32) dff4(clk, rst, 32'b0, op2_i, op2_o);
	dff_set #(5) dff5(clk, rst, 5'b0, rd_addr_i, rd_addr_o);
	dff_set #(1) dff6(clk, rst, 1'b0, reg_wen_i, reg_wen_o);
endmodule
module if_id(
	input wire clk,
	input wire rst,
	input wire [31:0]  inst_i, 
	input wire [31:0]  inst_addr_i,
	output wire[31:0]  inst_addr_o, 
	output wire[31:0]  inst_o
);	
	dff_set #(32) dff1(clk, rst, 32'h00000013, inst_i, inst_o);
	dff_set #(32) dff2(clk, rst, 32'b0, inst_addr_i, inst_addr_o);
endmodule
module ifetch(
	input  wire[31:0] pc_addr_i,
	input  wire[31:0] rom_inst_i,
	output wire[31:0] if2rom_addr_o, 
	output wire[31:0] inst_addr_o, 
	output wire[31:0] inst_o
	);
	assign if2rom_addr_o 	= pc_addr_i;
	assign inst_addr_o 		= pc_addr_i;
	assign inst_o 			= rom_inst_i;
endmodule
module open_risc_v(
	input wire 			clk		,
	input wire 			rst_n	,
	input wire [31:0]   inst_i	,
	output wire [31:0]  inst_addr_o
);
	wire[31:0] pc_reg_pc_o;
	wire[31:0] if_inst_addr_o;
	wire[31:0] if_inst_o;
	wire[31:0] if_id_inst_addr_o;
	wire[31:0] if_id_inst_o;
	wire[31:0] id_inst_o;
	wire[31:0] id_inst_addr_o;
	wire[31:0] id_op1_o;
	wire[31:0] id_op2_o;
	wire[4:0] id_rd_addr_o;
	wire 	id_reg_wen;
	wire[31:0] regs_reg1_rdata_o;
	wire[31:0] regs_reg2_rdata_o;
	wire[4:0]  ex_rd_addr_o;
	wire[31:0] ex_rd_data_o;
	wire	   ex_rd_wen_o;
	wire[4:0] id_rs1_addr_o;
	wire[4:0] id_rs2_addr_o;
	wire[31:0] id_ex_inst_o;
	wire[31:0] id_ex_inst_addr_o;
	wire[31:0] id_ex_op1_o;
	wire[31:0] id_ex_op2_o;
	wire[4:0]  id_ex_rd_addr_o;
	wire 	   id_ex_reg_wen;
	pc_reg pc_reg_inst(
		.clk(clk),
		.rst(rst_n),
		.pc_o(pc_reg_pc_o)
	);
	ifetch ifetch_inst(
		.pc_addr_i		(pc_reg_pc_o),
		.rom_inst_i		(inst_i),
		.if2rom_addr_o	(inst_addr_o), 
		.inst_addr_o	(if_inst_addr_o), 
		.inst_o         (if_inst_o)
	);
	if_id if_id_inst(
		.clk			(clk			),
		.rst			(rst_n			),
		.inst_i			(if_inst_o		), 
		.inst_addr_i	(if_inst_addr_o	),
		.inst_addr_o	(if_id_inst_addr_o), 
		.inst_o         (if_id_inst_o)
	);	
	id id_inst(
	.inst_i			(if_id_inst_o),
	.inst_addr_i	(if_id_inst_addr_o),
	.rs1_addr_o		(id_rs1_addr_o),
	.rs2_addr_o		(id_rs2_addr_o),
	.rs1_data_i		(regs_reg1_rdata_o),
	.rs2_data_i		(regs_reg2_rdata_o),
	.inst_o			(id_inst_o),
	.inst_addr_o	(id_inst_addr_o),
	.op1_o			(id_op1_o),	
	.op2_o			(id_op2_o),
	.rd_addr_o		(id_rd_addr_o),	
	.reg_wen	    (id_reg_wen)
	);
	regs regs_inst(
	.clk			(clk),
	.rst			(rst_n),
	.reg1_raddr_i	(id_rs1_addr_o),
	.reg2_raddr_i	(id_rs2_addr_o),
	.reg1_rdata_o	(regs_reg1_rdata_o),
	.reg2_rdata_o	(regs_reg2_rdata_o),
	.reg_waddr_i	(ex_rd_addr_o),
	.reg_wdata_i	(ex_rd_data_o),
	.reg_wen        (ex_rd_wen_o)
	);  
	id_ex id_ex_inst( 
	.clk			(clk),
	.rst			(rst_n),
	.inst_i			(id_inst_o),
	.inst_addr_i	(id_inst_addr_o),
	.op1_i			(id_op1_o),	
	.op2_i			(id_op2_o),
	.rd_addr_i		(id_rd_addr_o),	
	.reg_wen_i		(id_reg_wen),
	.inst_o			(id_ex_inst_o		),
	.inst_addr_o	(id_ex_inst_addr_o	),
	.op1_o			(id_ex_op1_o		),	
	.op2_o			(id_ex_op2_o		),
	.rd_addr_o		(id_ex_rd_addr_o	),	
	.reg_wen_o		(id_ex_reg_wen		)
	);
	ex ex_inst(
		.inst_i			(id_ex_inst_o		),	
		.inst_addr_i	(id_ex_inst_addr_o	),
		.op1_i			(id_ex_op1_o		),
		.op2_i			(id_ex_op2_o		),
		.rd_addr_i		(id_ex_rd_addr_o	),
		.rd_wen_i		(id_ex_reg_wen		),
		.rd_addr_o		(ex_rd_addr_o),
		.rd_data_o		(ex_rd_data_o),
		.rd_wen_o      	(ex_rd_wen_o)
	);                 
endmodule
module pc_reg(
	input wire 		 clk,
	input wire 		 rst,
	output reg[31:0] pc_o
);
	always @(posedge clk) begin
		if(rst == 1'b0)
			pc_o <= 32'b0;
		else
			pc_o <= pc_o + 3'd4;
	end
endmodule
module regs(
	input wire clk,
	input wire rst,
	input wire[4:0] reg1_raddr_i,
	input wire[4:0] reg2_raddr_i,
	output reg[31:0] reg1_rdata_o,
	output reg[31:0] reg2_rdata_o,
	input wire[4:0] reg_waddr_i,
	input wire[31:0]reg_wdata_i,
	input 			reg_wen
);
	reg[31:00] regs[0:31];
	integer i;
	always @(*)begin
		if(rst == 1'b0)	
			reg1_rdata_o <= 32'b0;
		else if(reg1_raddr_i == 5'b0)
			reg1_rdata_o <= 32'b0;
		else if(reg_wen && reg1_raddr_i == reg_waddr_i)
			reg1_rdata_o <= reg_wdata_i;
		else
			reg1_rdata_o <= regs[reg1_raddr_i];
	end
	always @(*)begin
		if(rst == 1'b0)	
			reg2_rdata_o <= 32'b0;
		else if(reg2_raddr_i == 5'b0)
			reg2_rdata_o <= 32'b0;
		else if(reg_wen && reg2_raddr_i == reg_waddr_i)
			reg2_rdata_o <= reg_wdata_i;
		else
			reg2_rdata_o <= regs[reg2_raddr_i];
	end
	always @(posedge clk) begin
		if(rst == 1'b0) begin
			for(i=0; i<31; i=i+1) begin
				regs[i] <= 32'b0;
			end
		end
		else if(reg_wen && reg_waddr_i != 5'b0 ) begin
			regs[reg_waddr_i] <= reg_wdata_i;
		end
	end
endmodule
==> flow/run.sh <==
#!/bin/bash
# OpenROAD 26Q1-2900-gdf79404cd8, Yosys 0.63+post, stock flow scripts
make -C /OpenROAD-flow-scripts/flow DESIGN_CONFIG=/design/flow/config.mk WORK_HOME=/design/flow/orfs finish
==> flow/config.mk <==
export PLATFORM = sky130hd
export DESIGN_NAME = open_risc_v
export DESIGN_NICKNAME = open_risc_v
export VERILOG_FILES = /design/flow/design.v
export SDC_FILE = /design/flow/constraint.sdc
export NUM_CORES = 4
export LEC_CHECK = 1
export CORE_UTILIZATION = 30
export SYNTH_HDL_FRONTEND = slang
==> flow/constraint.sdc <==
current_design open_risc_v

set clk_period 5.0
set clk_io_pct 0.2

create_clock -name clk0 -period $clk_period [get_ports {clk}]

set non_clock_inputs [all_inputs -no_clocks]
set_input_delay [expr $clk_period * $clk_io_pct] -clock clk0 $non_clock_inputs
set_output_delay [expr $clk_period * $clk_io_pct] -clock clk0 [all_outputs]
==> results.txt <==
Implementation run completed; key figures follow.

Synthesis:
- For this run, the number of Yosys warnings is 0.
- The synthesized netlist contains 34 unique library cells.
- The run puts the post-synthesis area per instance at 8.758 sq um.
- The run gives the number of flip-flops and latches in the synthesized netlist as 30.
- The run puts the share of flip-flops with an asynchronous set or reset at 0%.
- The run gives the number of flops mapped to enable cells by yosys as 0.
- Synthesis produced 158 cells.
- Per the synth stats, the flop cell with the highest instance count is sky130_fd_sc_hd__dfxtp_1.
- The run puts the synthesized area at 1384 sq um.
- The run gives the sequential cell area fraction in the yosys report as 43.40%.
- Post-synthesis, Yosys gives the total cell area as 1384 sq um.
- Yosys stat counts 158 cells in the synthesized netlist.

Global routing:
- The run puts the global-route usage over all layers at 13.37%.
- The run gives the via count of the first global-routing pass as 1,189.
- The run puts the global-route wire length before repair at 5292 microns.
- The run puts the maximum number of pins on one net before global-route repair at 29.
- Global routing finished with a remaining overflow of 0.
- The run gives the initial antenna violation count as 0.

Floorplan:
- The run puts the chip area at 4888 sq um.
- The run gives the x dimension of the die as 69.92 microns.
- The floorplan step set the die height to 69.92 microns.
- The run puts the initial cell density of the core at 31.56%.
- The run gives the placeable core region as 4384 sq um.
- The run puts the number of primary I/O pins at 66.
- The run gives the row count as 24.

Clock tree:
- The run gives the clock latency of the later-clocked register in the worst-skew pair as 280 ps.
- The run gives the cell at the root of the clock tree as sky130_fd_sc_hd__clkbuf_8.
- The run gives the clock buffer count from CTS as 5.
- The clock passes through at most 2 buffers.
- The run gives the number of setup buffers added after CTS as 0.
- TritonCTS built the clock tree.
- The run gives the clock net sink count as 30.
- The run puts the number of buffers inserted for hold repair after clock tree synthesis at 0.
- The run puts the number of H-tree levels at 2.
- For reference, the clock transition at the flip-flops on the worst setup and hold paths is 70 ps.
- The report lists the number of cells resized after CTS as 0.

Worst setup path:
- For flop-to-flop paths, the worst setup slack is 2700 ps.
- The run puts the critical-path maximum fanout at 12.
- The run gives the slowest stage cell on the critical path as sky130_fd_sc_hd__or3_1.
- For reference, the most critical setup path is categorized as flop to flop.
- On the critical path the data arrives at 2510 ps.
- The run gives the kind of start point of the critical path as a flop.
- The worst register-to-register path depth is 5.
- The run gives the critical path data required time as 5210 ps.
- STA lists the endpoint of the worst register-to-register path as pc_reg_inst.pc_o[26].
- The worst setup path is captured at a flop.
- Among all stages on the critical path, the maximum delay recorded is 610 ps.
- The run gives the origin of the critical flop-to-flop path as pc_reg_inst.pc_o[2].
- The signal on the critical path passes through ha_1 > nand4_2 > or3_1 > or4_1 > a21oi_1.

Detailed routing:
- Per the detail_route report, the via count comes to 1,255.
- The run gives the number of search-and-repair iterations in the first detailed-routing pass as 4.
- The run gives the DRC violation count after routing as 0.
- The run gives the total length of routed wires as 3014 microns.
- The run gives the total antenna diodes in the routed design as 0.
- The run gives the number of nets with antenna violations after routing as 0.
- The run gives the average detailed-routed wire length per instance as 12.40 microns.
- The routed design shows a via density per instance of 5.165.
- The run gives the initial detailed-routing violation count as 66.

Place:
- The run puts the sum of net half-perimeters after detailed placement at 1995 microns.
- The run puts the worst slack at placement at 2697 ps.
- The run gives the placer's final routability congestion estimate as 0.7566.
- The run gives the number of buffers added on ports as 31.

Flow run:
- The number of maximum-capacitance violations recorded for the run is 0.
- The run puts the count of warning messages emitted by the tools at 57.

Power:
- The run gives the leakage power summed over all cells as 0.5490 nW.
- The run gives the maximum ir drop on the vdd rail as 0.1442 mV.
- The run gives the power per cell area as 253.2 nW/um^2.

STA:
- The run gives the number of slew-limit violations in the final report as 0.
- The run puts the worst clock skew at 5.828 ps.
- The run gives the minimum clock period after layout as 2303 ps.
- The run puts the number of failing setup endpoints in the final timing report at 0.
- The run gives the final critical-path setup slack as 2697 ps.
- The run gives the final-report hold violation count as 0.
- The run puts the maximum clock frequency at 434.3 MHz.
- The run puts the final period utilization at 46.05%.
- The run gives the worst-margin pin slew as 529.6 ps.
- Setup repair after global routing left no endpoint under its margin.
- The run gives the setup TNS as 0 ps.
- The run puts the hold slack at 491.7 ps.
- The run gives the relative slew slack as 64.69%.

Finish:
- Of the cells placed in the final design, the portion with a size suffix greater than 1 is 6.806%.
- The run gives the most numerous logic cell after layout as sky130_fd_sc_hd__clkdlybuf4s50_1.
- The flow measured a signed area growth from synthesis to layout of 30.29%.
- The register with the most flip-flops in the layout has 30 of them.
- Ranking logic cells in the layout by count gives the top entries 31 x sky130_fd_sc_hd__clkdlybuf4s50_1, 30 x sky130_fd_sc_hd__dfxtp_1, 15 x sky130_fd_sc_hd__a21oi_1.
- The largest registers in the layout are pc_reg_inst.pc_o x30.
- pc_reg_inst.pc_o holds more flip-flops than any other register.

Min path:
- The run gives the depth of the worst hold-timing path as 2.
- According to the hold report, the worst path is of the flop to flop type.
- For hold timing, the worst endpoint is pc_reg_inst.pc_o[28].
- Per the hold report, the tightest min-delay path originates at pc_reg_inst.pc_o[28].

Outcome:
- The run finished with clean final reports.
-- cell families after synthesis --
logic type                 after synthesis  synth area share [%]
and+or+nand+nor                         74                 30.56
AOI/OAI and AO/OA                       30                 12.30
DFF                                     30                 43.40
xor gates and xnor gates                12                 7.595
buffers and inverters                    9                 4.248
adders and majority gates                1                0.9040
other                                    1                0.2710
muxes                                    1                0.7234
-- stage by stage --
stage | cells | instance area, sq um | total power, mW | util, %
detailed placement | 235 | 1712 | 0.2623 | 39.04
global route | 243 | 1803 | 0.4734 | 41.12
global placement | 235 | 1712 | 0.2624 | 39.04
CTS | 243 | 1803 | 0.4637 | 41.12
finish | 243 | 1803 | 0.4565 | 41.12
floorplan | 159 | 1388 | 0.2572 | -
-- area by class of cell --
type	count	area, sq um
clock inverter	1	5.005
sequential	30	600.6
inverter	2	7.507
timing repair buffer	31	310.3
multi-input combinational	120	728.2
clock buffer	7	86.33
tap	52	65.06
fill	439	2581
-- cell usage after synthesis (4+ instances only) --
cell,count,area share [%]
sky130_fd_sc_hd__a21oi_1,15,5.4
sky130_fd_sc_hd__dfxtp_1,30,43
sky130_fd_sc_hd__nand2_1,13,3.5
sky130_fd_sc_hd__nand3_1,7,2.5
sky130_fd_sc_hd__nand4_1,6,2.7
sky130_fd_sc_hd__nor2_1,14,3.8
sky130_fd_sc_hd__nor4_1,4,1.8
sky130_fd_sc_hd__o21ai_1,5,1.8
sky130_fd_sc_hd__o31ai_1,8,4.3
sky130_fd_sc_hd__or3_1,7,3.2
sky130_fd_sc_hd__or4_1,9,4.9
sky130_fd_sc_hd__xnor2_1,8,5.1
sky130_fd_sc_hd__xor2_1,4,2.5
-- worst max path at each step --
stage                  startpoint                    to  slack (ps)  cells after the start
finish        pc_reg_inst.pc_o[2]  pc_reg_inst.pc_o[26]        2700                      5
CTS           pc_reg_inst.pc_o[2]  pc_reg_inst.pc_o[26]        2690                      5
global route  pc_reg_inst.pc_o[3]  pc_reg_inst.pc_o[26]        2570                      5
-- metal layers --
metal / GRT usage [%] / wire [microns] / vias up / part of all wire (%)
met2: 21.58 / 1328 / 35 / 44
met3: 3.358 / 163 / 2 / 5.4
li1: - / - / 639 / -
met1: 19.32 / 1507 / 579 / 50
met4: 1.333 / 14 / 0 / 0.46
met5: 0 / 0 / - / 0
-- critical path, delay by kind of cell, from the launching register on --
family | cells | cell delay (ps)
simple gates | 3 | 1390
compound gates | 1 | 140
flops | 1 | 440
fa+ha+maj | 1 | 270
-- power breakdown --
part / switching [mW] / internal [mW]
Sequential: 0.00363 / 0.241
Combinational: 0.00633 / 0.00603
Clock: 0.0886 / 0.111
Total: 0.0986 / 0.358
No activity file was given, so power comes from the tool's default toggle rates.
